==> design.v <==
module ds #(
    parameter DATA_WIDTH = 24
)(
    input wire clk,
    input wire rst_n,
    output wire ds_done_o,
    input wire rd_data_valid_i,
    input wire [DATA_WIDTH-1:0] rd_data_i,
    output wire ds_data_valid_o,
    output wire [DATA_WIDTH-1:0] ds_data_o
);
    reg [7:0] row_cnt, col_cnt;
    always @(posedge clk) begin
        if (~rst_n) begin
            row_cnt <= 0;
            col_cnt <= 0;
        end
        else begin
            if (ds_done_o) begin
                row_cnt <= 0;
                col_cnt <= 0;
            end
            else if (rd_data_valid_i) begin
                row_cnt <= row_cnt + 1;
                if (row_cnt == 255) begin
                    col_cnt <= col_cnt + 1;
                end
            end
        end
    end
    reg [DATA_WIDTH-1:0] ds_data;
    reg ds_data_valid;
    always @(posedge clk) begin
        if (rd_data_valid_i) begin
            ds_data_valid <= 0;
            if ((row_cnt[0] == 0) && (col_cnt[0] == 0)) begin
                ds_data <= rd_data_i;
                ds_data_valid <= 1;
            end
        end
    end
    assign ds_data_o = ds_data;
    assign ds_data_valid_o = ds_data_valid;
    assign ds_done_o = ((row_cnt == 255) && (col_cnt == 255)) ? 1 : 0;
endmodule
==> run.sh <==
#!/bin/bash
# OpenROAD 26Q1-2900-gdf79404cd8, Yosys 0.63+post, stock flow scripts
make -C /OpenROAD-flow-scripts/flow DESIGN_CONFIG=/design/flow/config.mk WORK_HOME=/design/flow/orfs finish
==> config.mk <==
export PLATFORM = sky130hd
export DESIGN_NAME = ds
export DESIGN_NICKNAME = ds
export VERILOG_FILES = /design/flow/design.v
export SDC_FILE = /design/flow/constraint.sdc
export NUM_CORES = 4
export LEC_CHECK = 1
export CORE_UTILIZATION = 30
==> constraint.sdc <==
current_design ds

set clk_period 4.2
set clk_io_pct 0.2

create_clock -name clk0 -period $clk_period [get_ports {clk}]

set non_clock_inputs [all_inputs -no_clocks]
set_input_delay [expr $clk_period * $clk_io_pct] -clock clk0 $non_clock_inputs
set_output_delay [expr $clk_period * $clk_io_pct] -clock clk0 [all_outputs]
==> results.txt <==
flow finished, numbers: internal power=674.6 uW, Yosys chip area=about 1500 um^2, Synth area leader=edfxtp_1, Tool Warnings=25, Top cells excl fill/tap=52 x clkdlybuf4s50_1, 25 x edfxtp_1, 17 x nor2_1, yosys cell count=between 100 and 150, VDD IR-drop max=166.4 uV, Clk network pwr share=approximately 37%, largest net degree at the start of global routing=25, GR Util met3=under 10%, die area=approximately 5400 um^2, hold slack=around 0.51 ns, pwr dens=373.0 nW/um^2, hold-fix buffer count after cts=0, grt total ovfl=0, most frequent logic cell in the layout=clkdlybuf4s50_1, CTS Root Cell=clkbuf_8, post-cts sizing count=0, Worst Setup EP=ds_done_o, DR pass1 iterations=4, Critical Path RT=~3.4 ns, Setup WS post-layout=~1.4 ns, Reg area=around 1100 um^2, crit path time final=between 2 and 3 ns, CTS sink cnt=41, static leakage=about 0.75 nW, Critical Path Start Type=register, GR peak layer=met2, Max-Cap Viols=0, Fin. Hold Viols=0, first-pass GRT wire length=between 4000 and 5000 um, CTS clk-pin slew, worst paths=about 0.070 ns, Placer Congestion=around 0.77, Registers, synthesis=between 40 and 50, r2r worst-path depth=5, area delta synth->final=44.94%, buffer depth of the longest clock path=2, distinct lib cells=23, Pwr Total=between 800 and 900 uW, Die H=between 70 and 80 um, number of DRC markers in iteration 0=35, Synth Seq Share=between 70% and 80%, grt met1 use=15.22%, chip width=73.19 um, Relative slew margins=~58%, status=finished clean, Net Switching=between 100 and 150 uW, RSZ-0062 raised after global routing=no, diodes inserted=0, total track usage=between 10% and 20%, Sw Share=17.92%, Avg WL per Cell=about 11 um, Critical Path End Type=output port, Comb power frac=8.2%, Warnings, synthesis=1, vias in the first global route=~960, row count=25, Avg Synthesized Cell Area=around 14 um^2, Sequential Power Share=between 50% and 60%, Critical R2R Launch=row_cnt[0], DP Worst Slack=1.696 ns, TritonCTS clock tree=built, logic area=~400 um^2, Reg-to-Reg End=row_cnt[1], I/O pins=about 53, Area leader share=49.38%, detailed-route via count=about 1000, Vias per Instance=4.282, met2 Track Usage GR=about 17%, Mapped Cells=109, slew at the pin closest to its max-slew limit=between 0.6 and 0.7 ns, biggest area cells=edfxtp_1 49%, dfxtp_1 21%, xnor2_1 6.3%, Finished Core Util=46.04%, Clock Latency Late Sink=a little under 0.3 ns, layout cells sized above 1=under 10%, Setup TNS=0 ns, post-route antenna net violation count=0, initial antenna violation count=0, Synth Cell Area=around 1500 um^2, Slew Viols, Final=0, Std-Cell Core Area=between 4000 and 5000 um^2, TritonCTS Buffers=5, Max H-tree Level=2, crit path kind=reg2out, total setup buffers inserted after CTS=0, Crit. Startpoint=row_cnt[0], clk_skew=0.005605 ns, fillcell total=~420, # DRC=0, Max FO, Critical Path=4, Final setup viols=0, Final period util=about two thirds, Total Wirelength=about 2600 um, Reg2Reg Setup Slack=approximately 2.3 ns, Max Freq=approximately 360 MHz, Arr. time, crit path=1.92 ns, IO Port Bufs=52, Initial Util=roughly a third, Hold Crit Class=reg2reg
[power by group through the flow]
stage	combinational [mW]	clock (mW)	sequential, mW
4_1_cts	0.0684	0.312	0.455
5_1_grt	0.0735	0.324	0.457
6_report	0.0672	0.300	0.455
[area by class of cell]
cell class	instances	area share, %
multi-input combinational	64	18.57
inverter	1	0.1704
clock buffer	6	3.294
sequential	41	48.61
timing repair buffer	53	23.96
tap	67	3.805
clock inverter	2	1.590
[logic make-up after synthesis]
group	Yosys count	synth area share [%]
and+or+nand+nor	45	15.89
DFF	41	70.45
xor gates and xnor gates	14	8.066
buffers and inverters	4	2.633
AOI/OAI and AO/OA	2	0.6578
adders and majority gates	2	1.646
muxes	1	0.6585
[flip-flops by register name, summed over array words and instances, names as in the netlist]
register       count
col_cnt            8
row_cnt            8
ds_data           24
ds_data_valid      1
[Yosys cell counts]
| library cell | number |
|---|---|
| nor4_1 | 3 |
| edfxtp_1 | 25 |
| nand4_4 | 1 |
| nor3_1 | 4 |
| nand4_1 | 4 |
| nor2_1 | 17 |
| buf_2 | 1 |
| mux2i_1 | 1 |
| xnor2_1 | 11 |
| nand2_1 | 7 |
| xor2_1 | 3 |
| nand2b_1 | 1 |
| and2_1 | 1 |
| nand3_1 | 4 |
| nor4_4 | 1 |
| buf_6 | 1 |
| inv_1 | 1 |
| ha_1 | 2 |
| buf_12 | 1 |
| dfxtp_1 | 16 |
| a21oi_1 | 1 |
| nor2_2 | 2 |
| o21ai_0 | 1 |
[metal layers]
layer | vias up | part of all wire (%) | wire length [um]
li1 | 495 | - | -
met1 | 455 | 46 | 1211
met2 | 47 | 42 | 1095
met3 | 5 | 11 | 289
met4 | 0 | 1.1 | 30
met5 | - | 0 | 0
[worst min path at each step]
stage | cells past startpoint | slack, ns | end | from
after CTS | 2 | 0.51 | col_cnt[1] | col_cnt[1]
after global routing | 2 | 0.57 | col_cnt[1] | col_cnt[1]
final | 2 | 0.51 | col_cnt[1] | col_cnt[1]
[worst max-delay path: stages, from the launching register on]
cell and delay [ns]:
dfxtp_1 0.40, ha_1 0.22, nand3_1 0.20, nor4_4 0.30, clkdlybuf4s50_1 0.51
[per-stage QoR]
step                instances  cell area, um^2
floorplan                 109             1520
global placement          226             2096
detailed placement        226             2096
CTS                       234             2203
global route              234             2203
finish                    234             2203
No activity file was given, so power comes from the tool's default toggle rates.
