## run.sh

```bash
#!/bin/bash
# OpenROAD 26Q1-2900-gdf79404cd8, Yosys 0.63+post, stock flow scripts
make -C /OpenROAD-flow-scripts/flow DESIGN_CONFIG=/design/flow/config.mk WORK_HOME=/design/flow/orfs finish
```

## config.mk

```make
export PLATFORM = sky130hd
export DESIGN_NAME = ram_wr
export DESIGN_NICKNAME = ram_wr
export VERILOG_FILES = /design/flow/design.v
export SDC_FILE = /design/flow/constraint.sdc
export NUM_CORES = 4
export LEC_CHECK = 1
export CORE_AREA = 10 10 101 101
export DIE_AREA = 0 0 111 111
```

## constraint.sdc

```tcl
current_design ram_wr

set clk_period 5.4
set clk_io_pct 0.2

create_clock -name clk0 -period $clk_period [get_ports {clk}]

set non_clock_inputs [all_inputs -no_clocks]
set_input_delay [expr $clk_period * $clk_io_pct] -clock clk0 $non_clock_inputs
set_output_delay [expr $clk_period * $clk_io_pct] -clock clk0 [all_outputs]
```

## design.v

```verilog
module ram_wr #(
    parameter DATA_WIDTH = 24
)(
    input wire clk,
    input wire rst_n,
    input wire us_run_i,
    input wire us_done_i,
    input wire us_data_valid_i,
    input wire [DATA_WIDTH-1:0] us_data_i,
    output wire [31:0] ram_addr_o,
    output wire [31:0] ram_dout_o,
    output wire ram_en_o,
    output wire [3:0] ram_wr_en_o
);
    reg [31:0] ram_addr;
    always @(posedge clk) begin
        if (~rst_n) begin
            ram_addr <= 0;
        end
        else begin
            if (us_done_i) begin
                ram_addr <= 0;
            end
            else if (us_run_i && us_data_valid_i) begin
                ram_addr <= ram_addr + 4;
            end
        end
    end
    assign ram_addr_o = ram_addr;
    assign ram_dout_o = {8'h0, us_data_i};
    assign ram_en_o = us_data_valid_i;
    assign ram_wr_en_o = (us_data_valid_i) ? 4'b1111 : 4'b0000;
endmodule
```

==> impl_metrics.py <==
# Flow results
metrics = {
    "run_status": {
        "status": "finished clean",
    },
    "sta": {
        "finalCriticalPeriod_ns": 3.32,
        "slew_headroom": 0.587,
        "setup_violations": 0,
        "whs_ns": 0.476,
        "finClkSkew_ns": 0.00788,
        "finalHoldViolCount": 0,
        "period_used_share": 0.614,
        "fmax_mhz": 302,
        "tightest_slew_ns": 0.618,
        "tns_ns": 0,
        "slew_viol_final": 0,
        "rsz0062_at_grt": "false",
    },
    "clocking": {
        "cts.sinks": 30,
        "cts_root_buffer": "clkbuf_8",
        "cts_max_level": 2,
        "path_clk_slew_ns": 0.07,
        "cts-hold-fix-buffers": 0,
        "cts-resized-gates": 0,
        "cts_tree": "yes",
        "numCtsBuffers": 5,
        "clk_latency_ns": 0.28,
        "clockBufferDepth": 2,
        "post_cts_buffers": 0,
    },
    "route": {
        "wl_mm": 4.12,
        "drc": 0,
        "post_drt_via_cell_ratio": 4.32,
        "avgRoutedWirePerCell_um": 12.8,
        "vias": 1386,
        "antenna_left": 0,
        "antenna_cells": 0,
        "dr.pass1.iters": 4,
        "drt_iter0_drc": 77,
    },
    "cells_and_area": {
        "logic_area_um2": 852,
        "largest_reg_flops": 30,
        "drive_gt1_frac": 0.0602,
        "top_register": "ram_addr",
        "register_area_um2": 601,
        "utilization": 0.256,
        "fill_cells": 859,
        "top_regs": "ram_addr: 30 flops",
        "area_delta_synth_final_pct": 17.2,
    },
    "synth": {
        "async_flop_share": 0,
        "ys_top_cells_by_count": "42 x buf_4, 30 x dfxtp_1, 16 x nand2_1",
        "synth_cell_type_count": 29,
        "yosysChipArea_um2": 1780,
        "yosys_most_used_dff": "dfxtp_1",
        "yosysTopAreaCellShare": 0.338,
        "synth_area_um2": 1780,
        "ys_cells": 208,
        "synth.most_common_cell": "buf_4",
        "syn-instance-count": 208,
        "yosysWarnings": 1,
        "synth_area_leader_cell": "dfxtp_1",
        "synthTopCellsByArea": "dfxtp_1 34%, buf_4 18%, xor2_1 5.4%",
        "numSynthFlops": 30,
        "ys_seq_frac": 0.338,
        "synth_area_per_cell_um2": 8.55,
        "edf_count": 0,
    },
    "floorplan": {
        "die-width_um": 111,
        "initCoreUtil": 0.219,
        "dieArea_um2": 12300,
        "rows": 33,
        "io_pins": 98,
        "coreArea_um2": 8130,
        "fp.dieH_um": 111,
    },
    "critical_path": {
        "crit_end": "ram_wr_en_o[1]",
        "rr_endpoint": "ram_addr[20]",
        "r2r-start": "ram_addr[2]",
        "worstPathArrival_ns": 2.24,
        "crit_type": "input pin to output pin",
        "regToRegSetupSlack_ns": 3.51,
        "start_kind": "input pin",
        "critical_path.max_stage_delay_ns": 0.62,
        "cp.required_ns": 4.32,
        "crit_buf_inv": 2,
        "crit_family": "buffers and inverters",
        "r2r_cells": 5,
        "crit_start": "us_data_valid_i",
        "path_depth": 2,
        "path_cells": "clkdlybuf4s50_1 -> clkdlybuf4s50_1",
        "crit_slowest_cell": "clkdlybuf4s50_1",
        "path_max_fanout": 10,
        "end_kind": "output pin",
        "timing.critical_path.mode_cell": "clkdlybuf4s50_1",
    },
    "global_route": {
        "grt_pass1_wl_mm": 6.72,
        "grt_overflow": 0,
        "first_global_vias": 1337,
        "grt_max_degree": 26,
        "antenna_found_initial": 0,
        "track_usage": 0.0632,
    },
    "pwr": {
        "peakVddDrop_mv": 0.0670,
        "power_w": 0.000426,
        "power.density_nw_per_um2": 204,
        "cellLeakagePower_nw": 0.649,
    },
    "placement": {
        "hpwl_mm": 3.06,
        "gp_congestion": 0.751,
        "port_buffers": 39,
    },
    "run": {
        "tool_warnings": 25,
        "max-cap-violations": 0,
    },
    "worst_hold_path": {
        "hold_path_class": "register to register",
    },
}
## metal layers
metal	wire, µm	global-route usage	vias to the layer above
li1	-	-	701
met1	1840	0.0801	635
met2	1820	0.0979	44
met3	389	0.0279	6
met4	68	0.0113	0
met5	0	0	-
## logic make-up after synthesis
logic type | Yosys count | synth area share
adder cells (fa/ha/maj) | 1 | 0.00704
AND/OR/NAND/NOR | 83 | 0.282
other | 1 | 0.00211
XOR/XNOR | 12 | 0.0591
AND-OR/OR-AND | 25 | 0.0816
multiplexers | 5 | 0.0282
flip-flops | 30 | 0.338
buffers and inverters | 51 | 0.202
## through the flow
| step | cell area [µm²] | instances | setup WS [ns] |
|---|---|---|---|
| final | 2080 | 321 | 2.08 |
| after global routing | 2080 | 321 | 2.00 |
| after CTS | 2080 | 321 | 2.07 |
| after detailed placement | 1990 | 313 | 2.07 |
| after global placement | 1990 | 313 | 2.09 |
| after floorplan | 1810 | 217 | 3.14 |
## area by class of cell
class                           instances  share of cell area
Inverter                                2             0.00360
Clock inverter                          2             0.00600
Tap cell                              105              0.0630
Multi-Input combinational cell        136               0.409
Sequential cell                        30               0.288
Timing Repair Buffer                   40               0.191
Clock buffer                            6              0.0396
## worst reg2reg max path: stages, from the launching register on
cell and delay, ns:
dfxtp_1 0.40, ha_1 0.18, and4_1 0.38, nand4_1 0.33, or3_1 0.41, a21oi_1 0.14
## worst min path at each step
stage             from            to  slack, ns  depth (start not counted)
6_report  ram_addr[31]  ram_addr[31]       0.48                          2
4_1_cts   ram_addr[31]  ram_addr[31]       0.48                          2
5_1_grt   ram_addr[31]  ram_addr[31]       0.50                          2
## placed cells by master, fill, tap and decap left out
cell type	n
a21oi_1	13
and2_1	4
and4_1	5
and4_4	1
buf_4	1
clkbuf_8	6
clkdlybuf4s50_1	39
clkinv_2	1
clkinvlp_4	1
conb_1	10
dfxtp_1	30
ha_1	1
inv_1	2
mux2i_1	5
nand2_1	16
nand2b_1	6
nand3_1	7
nand3_2	1
nand4_1	11
nand4_4	2
nor2_1	12
nor2b_1	1
nor4_1	5
o21ai_0	4
o31ai_1	8
or3_1	4
or4_1	8
xnor2_1	1
xor2_1	11
## power breakdown
group / switching, W / internal (W) / leakage, nW
Clock: 0.0000859 / 0.000102 / 0.0472
Sequential: 0.000000412 / 0.000222 / 0.242
Combinational: 0.00000745 / 0.00000795 / 0.360
Power is estimated from default activity; no workload was simulated.
