--- run.sh ---
#!/bin/bash
# OpenROAD 26Q1-2900-gdf79404cd8, Yosys 0.63+post, stock flow scripts
make -C /OpenROAD-flow-scripts/flow DESIGN_CONFIG=/design/flow/config.mk WORK_HOME=/design/flow/orfs finish
--- config.mk ---
export PLATFORM = sky130hd
export DESIGN_NAME = us
export DESIGN_NICKNAME = us
export VERILOG_FILES = /design/flow/design.v
export SDC_FILE = /design/flow/constraint.sdc
export NUM_CORES = 4
export LEC_CHECK = 1
export CORE_AREA = 10 10 72 72
export DIE_AREA = 0 0 82 82
export SYNTH_MEMORY_MAX_BITS = 65536
--- constraint.sdc ---
current_design us

set clk_period 4.4
set clk_io_pct 0.2

create_clock -name clk0 -period $clk_period [get_ports {clk}]

set non_clock_inputs [all_inputs -no_clocks]
set_input_delay [expr $clk_period * $clk_io_pct] -clock clk0 $non_clock_inputs
set_output_delay [expr $clk_period * $clk_io_pct] -clock clk0 [all_outputs]
--- design.v ---
module us #(
    parameter DATA_WIDTH = 24
)(
    input wire clk,
    input wire rst_n,
    input wire us_run_i,
    output wire us_done_o,
    output wire us_data_valid_o,
    output wire [DATA_WIDTH-1:0] us_data_o,
    input wire ds_data_valid_i,
    input wire [DATA_WIDTH-1:0] ds_data_i
);
reg [DATA_WIDTH-1:0] buffer_1 [0:127];
reg [DATA_WIDTH-1:0] buffer_2 [0:127];
reg [DATA_WIDTH-1:0] buffer_temp [0:127];
reg [DATA_WIDTH-1:0] buf_row_avg[0:127];
reg [DATA_WIDTH-1:0] buf_col_avg[0:127];
reg [DATA_WIDTH-1:0] buf_cross_avg[0:127];
reg [DATA_WIDTH-1:0] buf_row_data;
reg [DATA_WIDTH-1:0] buf_col_data;
reg [DATA_WIDTH-1:0] buf_cross_data;
reg [6:0] buf_1_addr = 0;
reg [6:0] buf_2_addr = 0;
reg buf_rd_en = 0;
reg buf_rd_en_row = 0;
reg buf_rd_en_col = 0;
reg buf_rd_en_cross = 0;
reg [6:0] buf_col_addr;
reg [6:0] buf_row_addr;
reg [6:0] buf_cross_addr;
always @(posedge clk) begin
    if((ds_data_valid_i) && (buf_1_addr < 127)) begin
        buffer_1[buf_1_addr] <= ds_data_i;
        end
        else if((ds_data_valid_i) && (buf_1_addr == 127)) begin
             buffer_2[buf_2_addr] <= ds_data_i;
             end
        if(buf_rd_en_row)begin
            buf_row_data  <= buf_row_avg[buf_row_addr];
            end
            if(buf_rd_en_col)begin
             buf_col_data <= buf_col_avg[buf_col_addr];
             end
             if(buf_rd_en_col)begin
              buf_cross_data <= buf_cross_avg[buf_cross_addr];
              end
    end
integer i, j, k;
always @(posedge clk) begin
    if((buf_1_addr == 127) && (buf_2_addr == 127)) begin
    for(i=0;i<127;i = i+1)begin
        buf_row_avg[i] = buffer_1[i]/2 + buffer_1[i+1]/2;
        buf_row_avg[127] = buffer_1[127];
        end
        for(j=0;j<128;j = j+1)begin
            buf_col_avg[j] = buffer_1[j]/2 + buffer_2[j]/2;
             end
             for(k=0;k<127;k = k+1)begin
                  buf_cross_avg[k] = buffer_1[k]/4 + buffer_1[k+1]/4
                 + buffer_2[k]/4 + buffer_2[k+1]/4;
                     buf_cross_avg[127] = buf_col_avg[127];
                     end
                    buf_rd_en =1;
   end
   end
integer p;
always @(posedge clk) begin
    if(buf_rd_en)begin
      for(p=0;p<128;p=p+1)begin
            buffer_1[p] <= buffer_2[p];
        end
        buf_2_addr = 0;
     end
  end
always @(posedge clk) begin
    if (~rst_n) begin
        buf_1_addr <= 0;
        buf_2_addr <= 0;
    end
   else begin
   if (us_run_i) begin
        if((ds_data_valid_i) && (buf_1_addr < 127)) begin
            buf_1_addr <= buf_1_addr + 1;
            end
          else if((buf_1_addr == 127) && (ds_data_valid_i)) begin
                 buf_2_addr <= buf_2_addr + 1;
             end
        end
    end
end
reg [7:0] row_cnt = 0, col_cnt = 0;
always @(posedge clk) begin
    if (~rst_n) begin
        row_cnt <= 0;
        col_cnt <= 0;
    end
    else begin
        if (us_done_o) begin
             row_cnt <= 0;
             col_cnt <= 0;
        end
        else if (us_run_i) begin
            row_cnt <= row_cnt + 1;
                if (row_cnt == 255) begin
                    col_cnt <= col_cnt + 1;
                end
            end
        end
    end
reg [DATA_WIDTH-1:0] us_data;
always @(posedge clk) begin
   if((us_run_i) && (buf_rd_en)) begin
      if((row_cnt[0] == 0) && (col_cnt[0] == 0)) begin
         us_data <= ds_data_i;
      end
      else if ((row_cnt[0] == 1) && (col_cnt[0] == 0)) begin
         us_data = buf_row_data;
      end
      else if ((row_cnt[0] == 0) && (col_cnt[0] == 1)) begin
         us_data = buf_col_data;
      end
      else if ((row_cnt[0] == 1) && (col_cnt[0] == 1)) begin
         us_data = buf_cross_data;
      end
        end
       end
always @(posedge clk) begin
    if(~rst_n) begin
        buf_col_addr <= 0;
         buf_row_addr <= 0;
          buf_cross_addr <= 0;
    end
    else begin
        if(us_run_i) begin
            if(col_cnt[0] == 0) begin
                if(row_cnt[0] == 1) begin
                    buf_row_addr <= buf_row_addr + 1;
                end
            end
            else if (col_cnt[0] == 1) begin
                if(row_cnt[0] == 0) begin
                    buf_col_addr <= buf_col_addr +1;
                    end
                    else if(row_cnt[0]==1) begin
                        buf_cross_addr = buf_cross_addr +1;
                        end
                end
            end
        end
    end
reg us_data_valid;
always @(posedge clk) begin
    if(us_done_o) begin
        us_data_valid <= 0;
    end
    else begin
    if(buf_rd_en)
        us_data_valid <= us_run_i;
    end
end
always @(posedge clk) begin
        if (us_run_i) begin
            if((col_cnt == 0) && (row_cnt == 1)) begin
                buf_rd_en_row = 1;
            end
            else if ((col_cnt[0] == 0) && (row_cnt == 255)) begin
                buf_rd_en_col = 1;
                buf_rd_en_row = 0;
            end
             else if ((col_cnt[0] == 1) && (row_cnt == 0)) begin
                buf_rd_en_cross = 1;
            end
            else if((col_cnt[0] == 1) && (row_cnt ==255)) begin
                    buf_rd_en_row =1;
                    buf_rd_en_col = 0;
                     buf_rd_en_cross = 0;
                    end
        end
    end
    assign us_data_o = us_data;
    assign us_data_valid_o = us_data_valid;
    assign us_done_o = ((row_cnt == 255) && (col_cnt == 255)) ? 1 : 0;
endmodule
==> changes_impl.md <==
### Changed

* Fin crit period at roughly 2.7 ns
* Initial antenna violation count at 0
* CTS tree: built
* Ratio of final minimum period to clock period at 60.7%
* Sequential element share of the synthesized area at 33.6%
* Hold Path Stages at 2
* Overflow left after global routing at 0
* Fraction of final layout cells with drive strength greater than 1 at 6.36%
* Number of warning messages in the logs at around 50
* Worst Reg-to-Reg Cells at 5
* Number of global-route vias before repair at ~620
* Final setup fails at 0
* Largest net degree at the start of global routing at 17
* Crit path capture type: output pin
* Vias at 579
* Cell count after synthesis at 108
* Synth Area per Inst at between 8 and 9 µm²
* Sw Ratio at 20.1%
* Top cell type by instance count after synthesis: sky130_fd_sc_hd__buf_4
* Register share of total power at between 50% and 60%
* Count of library flops with an enable pin at 0
* Internal portion of total power at 212 µW
* Total wirelength of the detailed-routed design at 1.42 mm
* Final hold violations at 0
* Final weighted congestion in routability-driven placement at 0.687
* Number of sinks driven by the clock tree at 16
* Unique cell type count in the Yosys netlist at 24
* Number of warnings issued by yosys at 18
* Number of top-level pins at 54
* Largest cells by area after synthesis: sky130_fd_sc_hd__dfxtp_1, sky130_fd_sc_hd__buf_4, sky130_fd_sc_hd__xnor2_1
* Setup Skew at between 0.0015 and 0.002 ns
* H-tree depth reported by CTS at 1
* Measured slew at the worst slew-check pin at between 0.6 and 0.7 ns
* DRC errors left at 0
* Leading cell types by count after synthesis: sky130_fd_sc_hd__buf_4, sky130_fd_sc_hd__nor2_1, sky130_fd_sc_hd__dfxtp_1
* Post-Route Setup TNS at 0 ns
* Crit path DAT at 1.79 ns
* Cell at the root of the clock tree: sky130_fd_sc_hd__clkbuf_8
* Area growth from synthesis to layout at -0.262%
* Die X at between 80 and 90 µm
* Combinational share of power at approximately 4%
* Per-cell routed wire length at 9.01 µm
* Clock network power share at 39.9%
* Drt pass-1 iters at 4
* Number of standard-cell rows in the floorplan at 22
* Post-cts hold buffer count at 0
* Highest attainable clock frequency at about 0.37 GHz
* Area share of the leading cell type in the synthesized netlist at 33.6%
* Antenna Violating Nets Remaining at 0
* Via-per-instance ratio at 3.66
* Tightest Hold Check Type: reg -> reg
* Worst Path Required at between 3 and 4 ns
* First-iteration detailed-routing DRC count at 48
* All-layer global routing usage at 4.26%
* Max transition margin at just under 60%
* Post-cts gate resize count at 0
* Total of max-cap violations at 0
* VDD IR-drop max at between 0.00007 and 0.00008 V
* Result of the run: completed
* Reg-to-reg startpoint: col_cnt[0]
* Overall power of the completed layout at 265 µW
* Maximum number of buffers from clock root to sink at 2
* Antenna diode count at 0
* Cell count after placement at 155
* Most common flop cell mapped by yosys: sky130_fd_sc_hd__dfxtp_1
* Port-buffer cells at 3
* Post-synth top area cell: sky130_fd_sc_hd__dfxtp_1
* Die Outline Area at 6720 µm²
* Power Density at 279 nW/µm²
* LEAKAGE at 0.000376 µW
* Critical path fanouts, max at 4
* Number of buffers added by the clock tree synthesis step at 3
* Source of the worst hold timing path: col_cnt[1]
* Final count of pins violating max slew at 0
* Floorplan core area at around 3700 µm²
* Vertical die dimension at 82 µm
* Net switching power of the design at roughly 53 µW
* Global-route wire length before repair at 2.51 mm
* Flops out of synthesis at 16
* Post-synthesis async set-or-reset flop share at 0%
* Post-CTS setup-driven buffer insertion count at 0
* Yosys-reported design area after synthesis at 953 µm²
* HPWL after DPL at about 1.1 mm
* Post-Syn Area at 953 µm²
* Launch point of the critical path: col_cnt[0]
* Critical setup path kind: reg -> out
* RSZ-0062 raised after global routing: false
* Kind of start point of the critical path: flop
* Worst-Skew Late Latency at 0.24 ns
* Cell Count, Final, Fillers Out at 158
* Clock transition at the registers of the reported paths at 0.06 ns
* Effective utilization at floorplan at 25.8%
* Cells in synth_stat.txt at 108
==> final timing paths <==
kind	endpoint	slack, ns
max	us_done_o	1.73
min reg2reg	col_cnt[1]	0.50
min	col_cnt[1]	0.50
max reg2reg	col_cnt[0]	2.56
==> through the flow <==
stage / utilization, % / cell area (µm²) / setup WS, ns / hold WS, ns
global route: 25.8 / 951 / 1.64 / 0.520
floorplan: - / 1040 / 2.56 / 0.468
finish: 25.8 / 951 / 1.73 / 0.498
global placement: 24.7 / 910 / 1.91 / 0.491
detailed placement: 24.7 / 910 / 1.92 / 0.492
CTS: 25.8 / 951 / 1.71 / 0.501
==> cell families (layout without fill, tap and decap cells) <==
| family | count (synthesis) | after routing | share of synthesized area, % |
|---|---|---|---|
| other | 1 | 25 | 0.393 |
| DFF | 16 | 16 | 33.6 |
| buffers and inverters | 29 | 7 | 23.9 |
| adders and majority gates | 2 | 2 | 2.62 |
| xor gates and xnor gates | 14 | 14 | 12.9 |
| muxes | 1 | 1 | 1.05 |
| and+or+nand+nor | 43 | 43 | 24.5 |
| AOI/OAI and AO/OA | 2 | 2 | 1.05 |
==> placed cells by master, fill, tap and decap left out, types with 4 or more instances in the layout <==
cell / count
sky130_fd_sc_hd__conb_1: 25
sky130_fd_sc_hd__nor2_1: 17
sky130_fd_sc_hd__dfxtp_1: 16
sky130_fd_sc_hd__xnor2_1: 11
sky130_fd_sc_hd__nand2_1: 8
sky130_fd_sc_hd__nor3_1: 4
==> critical path: stages, from the launching register on <==
cell and delay, ns:
sky130_fd_sc_hd__dfxtp_1 0.36, sky130_fd_sc_hd__ha_1 0.24, sky130_fd_sc_hd__nand4_1 0.16, sky130_fd_sc_hd__nor4_4 0.28
sky130_fd_sc_hd__clkdlybuf4s50_1 0.50
==> power groups by stage <==
stage / sequential, µW / combinational [µW] / clock [µW]
4_1_cts: 149 / 11.7 / 111
5_1_grt: 149 / 12.9 / 117
6_report: 149 / 10.7 / 106
==> final cells by class <==
class / instances / area (µm²)
tap: 48 / 60.1
inverter: 1 / 3.75
multi-input combinational: 87 / 495
sequential: 16 / 320
timing repair buffer: 3 / 30.0
clock buffer: 3 / 41.3
fill: 387 / 2740
==> per-layer routing <==
layer  wire length [µm]  share of wire, %  global-route usage, %
met5                  0                 0                      0
met1                706                50                   5.69
met2                667                47                   7.05
met3                 50               3.5                  0.661
met4                  0                 0                   1.02
==> sequential cells by signal, indices dropped and copies added, names as in the netlist <==
register / cells
row_cnt: 8
col_cnt: 8
Power is estimated from default activity; no workload was simulated.
